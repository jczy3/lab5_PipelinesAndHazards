<file path="design/flow/config.mk">
export PLATFORM = sky130hd
export DESIGN_NAME = alu
export DESIGN_NICKNAME = alu
export VERILOG_FILES = /design/flow/design.v
export SDC_FILE = /design/flow/constraint.sdc
export NUM_CORES = 4
export LEC_CHECK = 1
export CORE_UTILIZATION = 50
</file>
<file path="design/flow/constraint.sdc">
current_design alu

set clk_period 21.5
set clk_io_pct 0.2

create_clock -name clk0 -period $clk_period

set non_clock_inputs [all_inputs -no_clocks]
set_input_delay [expr $clk_period * $clk_io_pct] -clock clk0 $non_clock_inputs
set_output_delay [expr $clk_period * $clk_io_pct] -clock clk0 [all_outputs]
</file>
<file path="design/flow/design.v">
`timescale 1ns / 1ps
module alu (
	input wire [3:0] alu_control,  
	input wire [32-1:0] A, 
	input wire [32-1:0] B , 
	output reg zero, 
	output reg [32-1:0] result
);
reg [32-1:0] temp ; 
always @(alu_control or A or B) 
begin
	case (alu_control)    
		4'b0000 :       result = A & B; 
		4'b0001 :        result = A | B; 
		4'b0010 :       result = A + B; 
		4'b0110 :  result = A - B; 
		4'b1100 :       result = ~(A | B) ; 
		4'b0111 : result = $signed(A) < $signed(B) ?  1 : 0;
		default : temp = { 32 {1'b0} } ; 
	endcase
	zero = (result == 0) ? 1 : 0; 
end 
endmodule
</file>
<file path="design/flow/run.sh">
#!/bin/bash
# OpenROAD 26Q1-2900-gdf79404cd8, Yosys 0.63+post, stock flow scripts
make -C /OpenROAD-flow-scripts/flow DESIGN_CONFIG=/design/flow/config.mk WORK_HOME=/design/flow/orfs finish
</file>
==> flow_summary.yaml <==
# implementation run metrics
min_path:
  hold_start: "B[22]"
  hold_path_class: "in2out"
  hold_depth: 7
floorplanning:
  row_count: 41
  initial_core_util: 0.512
  chip_area_um2: 13300
  fp.dieW_um: 115
  fp.dieH_um: 115
  core_area_um2: 12600
  io_pins: 101
final_layout:
  final_common_cell: "nor2_1"
  fill_cells: 1193
  finalInstanceArea_um2: 7540
  largest_reg_flops: 32
  areaGrowthSynthToFinish_pct: 17.2
  finish.utilization: 0.600
  regArea_um2: 480
  logic_area_um2: 5360
  drive_gt1_frac: 0.0406
  layout_top_cells: "nor2_1 (107), ha_1 (103), inv_1 (102)"
power_and_ir_drop:
  total_power_mw: 0.195
  power_density_nw_per_um2: 25.9
  p_leak_nw: 3.35
  ir_worst_vdd_uv: 12.5
route:
  ant_nets: 0
  routed_wl_um: 23400
  remaining_drc_errors: 0
  drtPass1Iterations: 7
  wl_per_cell_um: 19.8
  n_antenna_cell: 0
  viasPerCell: 6.31
  vias: 7456
  first_iter_violations: 778
setup_path:
  cp-endpoint: "zero"
  cp_max_fo: 12
  crit_path_max_incr_delay_ps: 700
  arrival_ps: 9460
  required_ps: 17200
  startpoint_type: "input port"
  worstPathCellList: "clkdlybuf4s50_1 -> inv_1 -> ha_1 -> inv_1 -> a211oi_1 -> a21oi_1 -> a211oi_1 -> o21ai_1 -> mux2i_1 -> o32a_1 -> or4_1 -> nor4b_1 -> nand4b_1 -> nor4_2 -> clkdlybuf4s50_1"
  cp-end-kind: "primary output"
  critPathSlowestCell: "a211oi_1"
  crit_type: "in2out"
  cp-startpoint: "A[5]"
yosys:
  netlist_area_um2: 6440
  synthFlopType: "dlxtn_1"
  synthCells: 949
  avgSynthCellArea_um2: 6.78
  synth-seq-cells: 32
  edf_count: 0
  ys_cells: 949
  top_cells_by_area: "ha_1 (20%), dlxtn_1 (7.5%), nor2_1 (6.2%)"
  ys_types: 80
  yosys_warnings: 1
  largest_area_cell: "ha_1"
  yosys_area_um2: 6440
  top_cell_area_share: 0.200
  async_reset_ff_frac: 0
sta:
  tightest_slew_ps: 846
  unclocked_pins: 32
  fmax_ghz: 0.0727
  slew_violations: 0
  hold_viol: 0
  untimed_endpoints: 64
  post-route-min-period_ps: 13760
  fin_crit_sh: 0.640
  worst_slew_margin_rel: 0.435
  grt_setup_unrepaired: "false"
  finalSetupViolations: 0
  fin_setup_tns_ps: 0
clock_network:
  cts-hold-fix-buffers: 0
  cts_resized: 0
  postCtsSetupBuffers: 0
global_routing:
  grt_use_total: 0.358
  gr-total-overflow: 0
  grt_start_max_net_pins: 38
  grt_pass1_wl_um: 36500
  antenna_found_initial: 0
  grt_pass1_vias: 6720
placed_design:
  place_area_um2: 7540
  dp_hpwl_um: 18600
  io_buffers: 101
  gp_congestion: 1.09
run_status:
  status: "finished clean"
run:
  tool_warnings: 104
  max-cap-violations: 0
-- worst min-delay path by stage --
stage | end | slack (ps)
after global routing | zero | 10040
final | zero | 9930
after CTS | zero | 9940
-- cells in the mapped netlist, types with 6 or more instances --
| cell type | n |
|---|---|
| a2111oi_0 | 7 |
| a211oi_1 | 16 |
| a21o_1 | 15 |
| a21oi_1 | 71 |
| a221oi_1 | 11 |
| a31o_2 | 6 |
| a31oi_1 | 17 |
| and2_1 | 7 |
| and3_1 | 8 |
| clkbuf_1 | 43 |
| dlxtn_1 | 32 |
| ha_1 | 103 |
| inv_1 | 102 |
| mux2i_1 | 8 |
| nand2_1 | 62 |
| nand2b_1 | 8 |
| nand3_1 | 23 |
| nand4_1 | 10 |
| nor2_1 | 107 |
| nor2b_1 | 16 |
| nor3_1 | 24 |
| nor4_1 | 9 |
| o2111ai_1 | 6 |
| o211ai_1 | 18 |
| o21a_1 | 8 |
| o21ai_0 | 52 |
| o21bai_1 | 6 |
| o221ai_1 | 7 |
| o22ai_1 | 7 |
| o31ai_1 | 9 |
| or3_1 | 6 |
| or4_1 | 6 |
| xnor2_1 | 10 |
-- final cells by class --
cell class                 count  share of cell area
sequential                    32              0.0637
multi-input combinational    761               0.711
timing repair buffer         113               0.146
tap                          172              0.0285
inverter                     103              0.0513
-- power breakdown --
group          internal (mW)  switching (mW)  total (mW)  leakage (nW)
sequential            0.0107         0.00157      0.0122         0.255
combinational         0.0743           0.109       0.183          3.10
clock                      0               0           0             0
total                 0.0850           0.110       0.195          3.35
-- cells by family after synthesis --
kind of cell	count (synthesis)	synth area share
AOI/OAI and AO/OA	316	0.339
xor gates and xnor gates	12	0.0163
adders and majority gates	105	0.206
buffers and inverters	156	0.0960
latches	32	0.0746
muxes	12	0.0194
and+or+nand+nor	316	0.248
-- critical path, delay by kind of cell --
family / cells / cell delay (ps)
AND-OR/OR-AND: 5 / 1880
adder cells (fa/ha/maj): 1 / 520
buffers and inverters: 4 / 1300
multiplexers: 1 / 160
AND/OR/NAND/NOR: 4 / 1280
-- routing by layer --
metal	part of all wire	vias to the layer above	track usage
met4	0.026	0	0.0762
met2	0.42	431	0.539
li1	-	3593	-
met5	0	-	0
met1	0.45	3378	0.531
met3	0.11	54	0.0698
-- stage by stage --
stage | setup WS [ps] | std cells | hold slack (ps)
after global placement | 7870 | 1181 | 9930
final | 7740 | 1181 | 9930
after detailed placement | 7840 | 1181 | 9940
after floorplan | 9990 | 949 | 9000
after CTS | 7830 | 1181 | 9940
after global routing | 7510 | 1181 | 10040
Power is estimated from default activity; no workload was simulated.
